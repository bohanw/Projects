File: flow/config.mk
export PLATFORM = sky130hd
export DESIGN_NAME = state_invariant
export DESIGN_NICKNAME = state_invariant
export VERILOG_FILES = /design/flow/design.v
export SDC_FILE = /design/flow/constraint.sdc
export NUM_CORES = 4
export LEC_CHECK = 1
export CORE_UTILIZATION = 40
File: flow/constraint.sdc
current_design state_invariant

set clk_period 40.0
set clk_io_pct 0.2

create_clock -name clk0 -period $clk_period

set non_clock_inputs [all_inputs -no_clocks]
set_input_delay [expr $clk_period * $clk_io_pct] -clock clk0 $non_clock_inputs
set_output_delay [expr $clk_period * $clk_io_pct] -clock clk0 [all_outputs]
File: flow/design.v
module state_invariant (
    input logic [63:0] final_c103H,       
    input logic [63:0] final_s103H,       
    input logic [63:0] res104H,       
    input logic reset103H,       
    output logic ok
);
    logic [63:0] sum;
    assign sum = reset103H? 63'b0 : (~final_c103H + ~final_s103H);
    assign ok = (res104H == sum);
endmodule
File: flow/run.sh
#!/bin/bash
# OpenROAD 26Q1-2900-gdf79404cd8, Yosys 0.63+post, stock flow scripts
make -C /OpenROAD-flow-scripts/flow DESIGN_CONFIG=/design/flow/config.mk WORK_HOME=/design/flow/orfs finish
==> metrics.cfg <==
[outcome]
outcome = finished, final reports clean

[route]
antenna_cells = 0
vias = 7823
drtIter0Drc = 552
drc = 0
firstDrtPassIters = 5
drt-total-wl_um = 22690
viasPerCell = 5.702
ant_nets = 0
wl_per_cell_um = 16.54

[worst_setup_path]
path_depth = 19
critPathLaunchType = input pin
crit_chain = clkdlybuf4s50_1 -> inv_1 -> ha_1 -> inv_1 -> fa_1 -> nand2b_1 -> a211oi_1 -> o21ai_1 -> o21ai_1 -> or3_1 -> o21ai_0 -> or3b_1 -> xor2_1 -> o2111ai_1 -> a2111oi_0 -> nand4_1 -> a2111oi_2 -> and4b_1 -> clkdlybuf4s50_1
cp.required_ps = 32000
crit_path_end_kind = output port
crit_buf_inv = 4
critPathSlowestCell = a2111oi_0
crit_family = AND-OR/OR-AND gates
crit_arrival_ps = 13240
path_max_fanout = 6
path_class = input pin to output port
cp_slowest_stage_delay_ps = 580

[floorplanning]
core.rowCount = 45
die_x_um = 127.3
initCoreUtil_pct = 41.16
die_area_um2 = 16210
die_y_um = 127.3
coreArea_um2 = 15260
io-pin-count = 194

[final_layout]
fillerInstances = 1546
finalCoreUtilization_pct = 54.15
fin_area_um2 = 8262
layout_top_cell = clkdlybuf4s50_1
layout_top_cells = clkdlybuf4s50_1 (193), inv_1 (153), a21oi_1 (90)
flop_area_um2 = 0
nClkBuffers = 0
drive_gt1_share_pct = 2.756
area_growth_pct = 31.53
flops = 0

[power]
power_leakage_uw = 0.003615
comb_power_share_pct = 100.0
p_sw_uw = 68.58
seq_power_share_pct = 0
ir_drop_uv = 7.466
p_per_area_nw_per_um2 = 15.06
power_frac_clock_pct = 0
intPower_uw = 55.86
switching_share_pct = 55.11

[placed_design]
dp_slack_ps = 18720
gp_congestion = 0.9514
port_buffers = 194
placed_area_um2 = 8262
hpwl_um = 19510

[worst_hold_path]
whs_path_depth = 4
hold_class = input pin to output port
hold_start = res104H[53]
holdPathEnd = ok

[timing]
finalHoldViolations = 0
finalSetupTns_ps = 0
rsz0062_at_grt = no
relSlewSlack_pct = 30.47
period_minus_slack_ps = 21240
drv_slew = 0
fmaxAchievable_mhz = 47.07
setup_ws_ps = 18760
worst_slew_pin_slew_ps = 1030
setup_viol = 0
period_used_pct = 53.11

[synthesis]
synth_cell_types = 89
synth_area_um2 = 6281
avgSynthCellArea_um2 = 6.268
ys_cells = 1002
ys_chip_area_um2 = 6281
top_cell_area_share_pct = 12.55
yosysWarningCount = 0
synth_top_cell_by_area = ha_1
synthCells = 1002
yosys.stat.seqShare_pct = 0
top_cells_by_area = ha_1 (13%), inv_1 (9.1%), a21oi_1 (7.2%), xnor2_1 (5.3%), nand2_1 (5.3%)

[global_route]
globalRoute.busiestLayer = met2
grt_remaining_overflow = 0
met2_usage_pct = 46.38
grt_pass1_vias = 7152
antenna_found_initial = 0
grt_start_max_net_pins = 60
gr-usage-all-layers_pct = 27.92
grt_use_met3_pct = 1.920
use_met1_pct = 38.80
grt_first_pass_wirelength_um = 35840

[job]
cap_violations = 0
warning_count = 33

[cts]
cts_hold_buf = 0
cts.repair.resized = 0
cts_setup_buffers = 0

## worst min-delay path, cell delays in order
cell	delay, ps
clkdlybuf4s50_1	560
a2111oi_2	90
and4b_1	200
clkdlybuf4s50_1	400
## cell type report
cell class / count / area [µm²] / share of cell area (%)
Inverter: 153 / 574.3 / 6.951
Timing Repair Buffer: 197 / 1959 / 23.72
Tap cell: 211 / 264.0 / 3.196
Multi-Input combinational cell: 811 / 5464 / 66.14
## worst max path at each step
stage | slack [ps] | from | to
after CTS | 18720 | final_c103H[0] | ok
after global routing | 18220 | final_c103H[0] | ok
final | 18760 | final_c103H[0] | ok
## synthesized netlist by cell type, drive strengths merged, types with 6 or more instances
cell	count
nand3	16
nor2b	9
and2	7
and3	12
nand2	88
o21bai	8
nor2	73
mux2i	7
o21a	14
o21ai	71
a21oi	95
a21o	23
nor4b	6
clkbuf	24
o211ai	8
a31oi	10
o2111ai	10
or3	11
a211oi	14
o31ai	7
nor3	41
a2111oi	12
nand4	30
xnor2	38
ha	63
xor2	26
buf	14
inv	153
nor4	18
## metrics by stage
step	hold WS [ps]	total power, µW	instances
6_report	17250	124.4	1372
5_1_grt	17310	136.9	1372
3_3_place_gp	17280	123.3	1372
2_1_floorplan	16180	81.31	1002
3_5_place_dp	17270	122.2	1372
4_1_cts	17270	123.0	1372
## kinds of logic after synthesis
| family | count (synthesis) | synth area share, % |
|---|---|---|
| buffers and inverters | 191 | 13.01 |
| AND/OR/NAND/NOR | 340 | 27.29 |
| multiplexers | 8 | 1.295 |
| adder cells (fa/ha/maj) | 64 | 12.87 |
| XOR/XNOR | 65 | 9.283 |
| AND-OR/OR-AND | 334 | 36.26 |
## layer usage
| layer | vias up | share of wire [%] |
|---|---|---|
| li1 | 3979 | - |
| met5 | - | 0 |
| met2 | 316 | 46 |
| met4 | 0 | 3.1 |
| met3 | 47 | 6.0 |
| met1 | 3481 | 45 |
## power groups by stage
stage,clock network [µW],registers (µW),logic [µW]
CTS,0,0,123
global route,0,0,137
finish,0,0,124
Power is estimated from default activity; no workload was simulated.
