==> flow/config.mk <==
export PLATFORM = sky130hd
export DESIGN_NAME = mult_stage
export DESIGN_NICKNAME = mult_stage
export VERILOG_FILES = /design/flow/design.v
export SDC_FILE = /design/flow/constraint.sdc
export NUM_CORES = 4
export LEC_CHECK = 1
export CORE_UTILIZATION = 50
==> flow/constraint.sdc <==
current_design mult_stage

set clk_period 10.8
set clk_io_pct 0.2

create_clock -name clk0 -period $clk_period [get_ports {clock}]

set non_clock_inputs [all_inputs -no_clocks]
set_input_delay [expr $clk_period * $clk_io_pct] -clock clk0 $non_clock_inputs
set_output_delay [expr $clk_period * $clk_io_pct] -clock clk0 [all_outputs]
==> flow/design.v <==
module mult_stage(
					input clock, reset, start,
					input [15:0] product_in, mplier_in, mcand_in,
					output logic done,
					output logic [15:0] product_out, mplier_out, mcand_out
				);
	parameter STAGE = 4 ;
	parameter SIZE_ZEROS = 4'b0;
	parameter SIZE = 16/STAGE;
	logic [15:0] prod_in_reg, partial_prod_reg;
	logic [15:0] partial_product, next_mplier, next_mcand;
	assign product_out = prod_in_reg + partial_prod_reg;
	assign partial_product = mplier_in[SIZE-1:0] * mcand_in;
	assign next_mplier = {SIZE_ZEROS,mplier_in[15:SIZE]};
	assign next_mcand = {mcand_in[15-SIZE:0],SIZE_ZEROS};
	always_ff @(posedge clock) begin
		prod_in_reg      <= #1 product_in;
		partial_prod_reg <= #1 partial_product;
		mplier_out       <= #1 next_mplier;
		mcand_out        <= #1 next_mcand;
	end
	always_ff @(posedge clock) begin
		if(reset)
			done <= #1 1'b0;
		else
			done <= #1 start;
	end
endmodule
==> flow/run.sh <==
#!/bin/bash
# OpenROAD 26Q1-2900-gdf79404cd8, Yosys 0.63+post, stock flow scripts
make -C /OpenROAD-flow-scripts/flow DESIGN_CONFIG=/design/flow/config.mk WORK_HOME=/design/flow/orfs finish
==> ds_physical_params.txt <==
Characteristics after synthesis and place and route

Parameter                              Value

Outcome
  Status    complete, no violations

Routing
  Total antenna diodes in the routed design    0
  Number of design rule violations left after detail routing    0
  Via-per-instance ratio    4.623
  Vias post-DR    2672
  Final wirelength    6451 microns
  Antenna Violating Nets Remaining    0
  Routed len/inst    11.16 microns
  Detailed-router iteration count before antenna repair    4
  Initial drt markers    53

STA
  Achievable Freq    187.7 MHz
  Finish-stage setup viols    0
  Transition time at the pin with the least slew margin    528.9 ps
  Shortest clock period the worst path allows after layout    5328 ps
  Final Worst Setup Slack    5472 ps
  RSZ-0062 raised after global routing    false
  Max-slew headroom    63.83%
  Max-slew violation total from the final report    0
  Summed negative setup slack over all endpoints    0 ps
  Hold violation count in the final report    0
  Post-layout period usage of the worst path    49.33%

Finish
  Utilization after layout    69.18%
  Fraction of layout cells with a size suffix above 1    4.772%
  Flop area    1141 sq um
  Post-synthesis to final-layout area growth    31.97%
  Area of combinational cells with multiple inputs    2190 sq um
  Number of fillers in the final layout    521

Flow run
  Number of logged tool warnings    26
  # Max-Cap Violations    0

Synth
  Top cells by area    sky130_fd_sc_hd__dfxtp_1 32%, sky130_fd_sc_hd__fa_1 14%, sky130_fd_sc_hd__ha_1 11%
  Yosys chip area    3601 sq um
  Area leader, netlist    sky130_fd_sc_hd__dfxtp_1
  Instance count of the mapped netlist    381
  Top_reg_cell synth    sky130_fd_sc_hd__dfxtp_1
  Share of flip-flops with an asynchronous set or reset after synthesis    0%
  Distinct lib cells used    41
  Netlist area before placement    3601 sq um
  Flop and latch count out of synthesis    57
  Portion of the post-synthesis area used by sequential elements    31.69%
  Number of cells in Yosys stat    381
  Post-synth EDFFs    0
  Warning count from the yosys run    1
  Max-area cell share    31.69%
  Mean instance size in the synthesized netlist    9.451 sq um
  List of most frequent post-synthesis cells    58 x sky130_fd_sc_hd__inv_1, 57 x sky130_fd_sc_hd__dfxtp_1, 39 x sky130_fd_sc_hd__and2_1, 31 x sky130_fd_sc_hd__ha_1, 29 x sky130_fd_sc_hd__nand2_1
  Leading cell type by number of instances after synthesis    sky130_fd_sc_hd__inv_1

Placed design
  Dpl ws    5185 ps
  IO Port Bufs    91
  DP Wirelength    4992 microns
  Final weighted congestion in routability-driven placement    0.8303

Worst hold path
  Worst hold path endpoint    mplier_out[5]$_DFF_P_
  Cell count of the worst hold path    1
  Startpoint of the worst hold path    mplier_in[9]
  Worst Hold Class    input port to flip-flop

Clock tree
  Clock root buffer master    sky130_fd_sc_hd__clkbuf_8
  CTS Buffer Depth    2
  Post-cts gate resize count    0
  CTS tree    yes
  Clock edge transition at the registers on the reported setup and hold paths    70 ps
  CTS Hold Bufs    0
  Number of clock buffers inserted by TritonCTS    9
  Clock net sink count    57
  H-tree depth    3
  Number of buffers added for setup after CTS    0

Critical path
  WP data required    11010 ps
  Crit path launch type    input port
  CP max FO    15
  Arrival time worst endpoint    5540 ps
  Endpoint kind of the worst setup timing path    flip-flop
  CP Class    input port to flip-flop

Floorplan
  Floorplan Core Area    6869 sq um
  DIE HEIGHT    86.87 microns
  Die width    86.87 microns
  Pre-placement core utilization    52.42%
  Chip Footprint    7546 sq um
  FP Rows    30
  Number of primary I/O pins    100

Global route
  Global route total overflow    0
  Maximum number of pins on one net before global-route repair    17
  Total GRT Usage    19.24%
  First-pass GRT wire length    11300 microns
  Antenna violations before repair    0
  Vias in the first global route    2582

Power and ir drop
  Power density over cell area    187.2 nW/um^2
  Leak Pwr    2.188 nW
  Largest voltage drop on the vdd net    0.06564 mV
[stage by stage]
| stage | std cells | power [mW] | area, sq um | hold WS, ps |
|---|---|---|---|---|
| floorplan | 388 | 0.5406 | 3627 | 2188 |
| detailed placement | 562 | 0.7193 | 4579 | 2612 |
| CTS | 578 | 0.9025 | 4752 | 2245 |
| finish | 578 | 0.8895 | 4752 | 2265 |
| global placement | 562 | 0.7144 | 4579 | 2609 |
| global route | 578 | 0.9682 | 4752 | 2246 |
[kinds of logic after synthesis]
| family | synth area share, % |
|---|---|
| compound gates | 12.58 |
| xor+xnor | 6.810 |
| fa+ha+maj | 25.23 |
| buf+inv | 8.235 |
| flops | 31.69 |
| mux | 0.8339 |
| other cells | 0.1041 |
| simple gates | 14.52 |
[how the worst max path moves through the flow]
stage | cells after the start | slack, ps | endpoint | startpoint
4_1_cts | 13 | 5510 | partial_prod_reg[13]$_DFF_P_ | mplier_in[1]
5_1_grt | 13 | 5280 | partial_prod_reg[13]$_DFF_P_ | mplier_in[1]
6_report | 13 | 5470 | partial_prod_reg[13]$_DFF_P_ | mplier_in[1]
[layout make-up]
class / count / share of cell area, %
well taps: 96 / 2.528
repair buffers: 91 / 19.17
inverters: 58 / 4.581
flip-flops and latches: 57 / 24.01
clock inverters: 5 / 0.6582
clock buffers: 11 / 2.975
multi-input cells: 260 / 46.08
[power breakdown]
part / switching (mW) / leakage, nW / total (mW) / internal (mW)
clock network: 0.0862 / 0.0891 / 0.175 / 0.0886
logic: 0.197 / 1.62 / 0.459 / 0.262
registers: 0.0108 / 0.481 / 0.256 / 0.245
total: 0.294 / 2.19 / 0.890 / 0.596
[worst max-delay path: stages]
cell	delay (ps)
sky130_fd_sc_hd__clkdlybuf4s50_1	660
sky130_fd_sc_hd__and2_1	270
sky130_fd_sc_hd__fa_1	470
sky130_fd_sc_hd__inv_1	50
sky130_fd_sc_hd__fa_1	520
sky130_fd_sc_hd__inv_1	40
sky130_fd_sc_hd__ha_1	340
sky130_fd_sc_hd__a21o_1	190
sky130_fd_sc_hd__a21oi_1	180
sky130_fd_sc_hd__a21oi_1	120
sky130_fd_sc_hd__o21ai_0	250
sky130_fd_sc_hd__mux2i_1	210
sky130_fd_sc_hd__nand2_1	60
[metal layers]
metal  share of wire, %  vias up  track usage [%]
met2                 42       76            29.56
met4                1.5        0            2.424
met5                  0        -                0
li1                   -     1400                -
met3                5.3       10            4.231
met1                 51     1186            30.01
[layout by cell type, fill, tap and decap left out, types with 2 or more instances in the layout]
master | Yosys | layout
sky130_fd_sc_hd__nand2_1 | 29 | 29
sky130_fd_sc_hd__clkdlybuf4s50_1 | 0 | 91
sky130_fd_sc_hd__nand2b_1 | 4 | 4
sky130_fd_sc_hd__inv_1 | 58 | 58
sky130_fd_sc_hd__o211ai_2 | 2 | 2
sky130_fd_sc_hd__clkinv_2 | 0 | 3
sky130_fd_sc_hd__nand4_1 | 2 | 2
sky130_fd_sc_hd__conb_1 | 1 | 8
sky130_fd_sc_hd__clkbuf_8 | 0 | 10
sky130_fd_sc_hd__xnor2_1 | 25 | 25
sky130_fd_sc_hd__nor3_1 | 6 | 6
sky130_fd_sc_hd__nor2b_1 | 5 | 5
sky130_fd_sc_hd__o21ai_0 | 3 | 3
sky130_fd_sc_hd__a221oi_1 | 2 | 2
sky130_fd_sc_hd__and2_1 | 39 | 39
sky130_fd_sc_hd__o21a_1 | 5 | 5
sky130_fd_sc_hd__dfxtp_1 | 57 | 57
sky130_fd_sc_hd__nor2_1 | 14 | 14
sky130_fd_sc_hd__fa_1 | 26 | 26
sky130_fd_sc_hd__ha_1 | 31 | 31
sky130_fd_sc_hd__nand3_1 | 2 | 2
sky130_fd_sc_hd__mux2i_1 | 3 | 3
sky130_fd_sc_hd__o21bai_1 | 3 | 3
sky130_fd_sc_hd__o21ai_1 | 4 | 4
sky130_fd_sc_hd__xor2_1 | 3 | 3
sky130_fd_sc_hd__a21oi_1 | 20 | 20
sky130_fd_sc_hd__a21o_1 | 9 | 9
Power and IR drop assume default switching activity.
